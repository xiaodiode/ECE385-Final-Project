[design.v]
module  ball ( input Reset, frame_clk,
					input [7:0] keycode,
               output [9:0]  BallX, BallY, BallS, 
					output [9:0] MarioX, MarioY, MarioS);
    logic [9:0] Ball_X_Pos, Ball_X_Motion, Ball_Y_Pos, Ball_Y_Motion, Ball_Size;
	 logic [9:0] Mario_X_Pos, Mario_X_Motion, Mario_Y_Pos, Mario_Y_Motion, Mario_Size;
    parameter [9:0] Ball_X_Center=320;   
    parameter [9:0] Ball_Y_Center=240;   
    parameter [9:0] X_Min=0;        
    parameter [9:0] X_Max=639;      
    parameter [9:0] Y_Min=0;        
    parameter [9:0] Y_Max=479;      
    parameter [9:0] Ball_X_Step=1;       
    parameter [9:0] Ball_Y_Step=1;       
	 parameter [9:0] Mario_X_Center=100;   
    parameter [9:0] Mario_Y_Center=400;   
    assign Ball_Size = 4;   
	 assign Mario_Size = 15;
    always_ff @ (posedge Reset or posedge frame_clk )
    begin: Move_Ball
        if (Reset)   
        begin 
            Ball_Y_Motion <= 10'd0;  
				Ball_X_Motion <= 10'd0;  
				Ball_Y_Pos <= Ball_Y_Center;
				Ball_X_Pos <= Ball_X_Center;
        end
        else 
        begin 
				 if ( (Ball_Y_Pos + Ball_Size) >= Y_Max )  begin  
					  Ball_X_Motion<=0;
					  Ball_Y_Motion <= (~ (Ball_Y_Step) + 1'b1);   
				 end
				 else if ( (Ball_Y_Pos - Ball_Size) <= Y_Min )  begin  
					  Ball_X_Motion<=0;
					  Ball_Y_Motion <= Ball_Y_Step;
				 end
				 else if ( (Ball_X_Pos + Ball_Size) >= X_Max )  begin  
					  Ball_Y_Motion<=0;
					  Ball_X_Motion <= (~ (Ball_X_Step) + 1'b1);   
				 end
				 else if ( (Ball_X_Pos - Ball_Size) <= X_Min )  begin  
					  Ball_Y_Motion<=0;
					  Ball_X_Motion <= Ball_X_Step;
				 end
				 else 
					  Ball_Y_Motion <= Ball_Y_Motion;   
				 case (keycode)
					8'h04 : begin
								Ball_X_Motion <= -1; 
								Ball_Y_Motion<= 0;
							  end
					8'h07 : begin
					        Ball_X_Motion <= 1; 
							  Ball_Y_Motion <= 0;
							  end
					8'h16 : begin
					        Ball_Y_Motion <= 1; 
							  Ball_X_Motion <= 0;
							 end
					8'h1A : begin
					        Ball_Y_Motion <= -1; 
							  Ball_X_Motion <= 0;
							 end	  
					default: ;
			   endcase
				 Ball_Y_Pos <= (Ball_Y_Pos + Ball_Y_Motion);   
				 Ball_X_Pos <= (Ball_X_Pos + Ball_X_Motion);
		end  
    end
    assign BallX = Ball_X_Pos;
    assign BallY = Ball_Y_Pos;
    assign BallS = Ball_Size;
	 assign MarioX = Mario_X_Center;
	 assign MarioY = Mario_Y_Center;
	 assign MarioS = Mario_Size;
endmodule
[run.sh]
#!/bin/bash
# OpenROAD 26Q1-2900-gdf79404cd8, Yosys 0.63+post, stock flow scripts
make -C /OpenROAD-flow-scripts/flow DESIGN_CONFIG=/design/flow/config.mk WORK_HOME=/design/flow/orfs finish
[config.mk]
export PLATFORM = sky130hd
export DESIGN_NAME = ball
export DESIGN_NICKNAME = ball
export VERILOG_FILES = /design/flow/design.v
export SDC_FILE = /design/flow/constraint.sdc
export NUM_CORES = 4
export LEC_CHECK = 1
export CORE_AREA = 10 10 106 106
export DIE_AREA = 0 0 116 116
[constraint.sdc]
current_design ball

set clk_period 5.0
set clk_io_pct 0.2

create_clock -name clk0 -period $clk_period [get_ports {frame_clk}]

set non_clock_inputs [all_inputs -no_clocks]
set_input_delay [expr $clk_period * $clk_io_pct] -clock clk0 $non_clock_inputs
set_output_delay [expr $clk_period * $clk_io_pct] -clock clk0 [all_outputs]
==> impl_metrics.sql <==
-- load yosys + openroad results
INSERT INTO impl_metrics (metric_group, metric, value, unit) VALUES
('status', 'run_status', 'finished clean', ''),
('synth', 'top_cells_by_area', 'sky130_fd_sc_hd__dfrtp_1 22%, sky130_fd_sc_hd__buf_4 15%, sky130_fd_sc_hd__ha_1 11%', ''),
('setup_path', 'crit_required', '5160', 'ps'),
('synth', 'synth.cell_area', '2003', 'um^2'),
('global_route', 'grt_start_max_net_pins', '25', ''),
('power_and_ir_drop', 'p_leak', '1.050', 'nW'),
('synth', 'synth_dominant_cell_count', 'sky130_fd_sc_hd__buf_4', ''),
('placement', 'place.port_buffers', '29', ''),
('sta', 'tns', '0', 'ps'),
('setup_path', 'ff2ff_setup_slack', '2890', 'ps'),
('placement', 'place.detailed.hpwl', '3.560', 'mm'),
('die', 'core-area', '8848', 'um^2'),
('sta', 'total_setup_violations_reported_at_the_end_of_the_flow', '0', ''),
('clock_tree', 'root_buffer', 'sky130_fd_sc_hd__clkbuf_8', ''),
('power_and_ir_drop', 'irDropWorstVdd', '0.2322', 'mV'),
('final_layout', 'final-instance-count-excl-fill', '354', ''),
('clock_tree', 'resized_gates_after_cts', '0', ''),
('sta', 'rsz_0062_raised_after_global_routing', 'false', ''),
('sta', 'final_hold_viol_count', '0', ''),
('final_layout', 'layout-drive-gt1-share', '8.130', '%'),
('synth', 'synth.distinct_cells', '44', ''),
('clock_tree', 'post_cts.repair.setup_buffers', '0', ''),
('setup_path', 'worst-r2r-cell-count', '6', ''),
('min_path', 'worstHoldPathType', 'register to register', ''),
('final_layout', 'flow.area_growth_from_synthesis', '17.30', '%'),
('global_route', 'globalRouteTotalUtil', '6.321', '%'),
('final_layout', 'fillerInstances', '933', ''),
('synth', 'seq_area_frac_synth', '30.36', '%'),
('sta', 'setup_ws', '2646', 'ps'),
('clock_tree', 'clock_tree.buffer_depth', '2', ''),
('die', 'die_height', '116', 'um'),
('synth', 'synthesized_area_divided_by_synthesized_cell_count', '9.361', 'um^2'),
('clock_tree', 'cts_buffers', '3', ''),
('synth', 'yosysWarnings', '1', ''),
('synth', 'yosys.area.top_type', 'sky130_fd_sc_hd__dfrtp_1', ''),
('die', 'chip_area', '13460', 'um^2'),
('die', 'floorplan.rows', '34', ''),
('clock_tree', 'clock_latency', '270', 'ps'),
('synth', 'netlist.area_leader.share', '22.49', '%'),
('power_and_ir_drop', 'total_power', '1.269', 'mW'),
('sta', 'fmax', '424.9', 'MHz'),
('placement', 'dpl.cell_count', '350', ''),
('detailed_routing', 'diodes', '0', ''),
('sta', 'minimum_clock_period', '2354', 'ps'),
('synth', 'yosys_cells', '214', ''),
('synth', 'dominant_register_cell_in_the_synthesized_netlist', 'sky130_fd_sc_hd__dfrtp_1', ''),
('die', 'fp-utilization', '22.64', '%'),
('sta', 'finClkSkew', '2.511', 'ps'),
('detailed_routing', 'via_per_inst', '4.096', ''),
('placement', 'pre_cts_slack', '2356', 'ps'),
('die', 'floorplan.io_pins', '70', ''),
('sta', 'max-slew-margin-rel', '62.00', '%'),
('setup_path', 'critPathMaxFanout', '4', ''),
('sta', 'final-max-slew-violation-count', '0', ''),
('run', 'max_cap_viol_count', '0', ''),
('detailed_routing', 'drc_errors', '0', ''),
('global_route', 'grt_remaining_overflow', '0', ''),
('detailed_routing', 'detail_route.iter0.violations', '54', ''),
('setup_path', 'worst_setup_path_start_kind', 'input pin', ''),
('min_path', 'worst_hold_path.num_cells', '1', ''),
('global_route', 'first_global_vias', '1509', ''),
('synth', 'synthTopCellsByCount', '40 x sky130_fd_sc_hd__buf_4, 18 x sky130_fd_sc_hd__dfrtp_1, 18 x sky130_fd_sc_hd__ha_1, 12 x sky130_fd_sc_hd__inv_1, 10 x sky130_fd_sc_hd__o21ai_0', ''),
('synth', 'numSynthFlops', '24', ''),
('sta', 'timing.final.crit_share', '47.07', '%'),
('synth', 'postSynthCellCount', '214', ''),
('global_route', 'grt_pass1_wl', '7.044', 'mm'),
('die', 'die_span_in_x', '116', 'um'),
('setup_path', 'crit_path_end_kind', 'register', ''),
('detailed_routing', 'route.vias.total', '1450', ''),
('detailed_routing', 'post_drt_wl_per_cell', '12.11', 'um'),
('detailed_routing', 'ant_nets', '0', '');
-- power by group --
| part | internal [mW] | switching, mW |
|---|---|---|
| logic | 0.383 | 0.295 |
| clock network | 0.107 | 0.0660 |
| registers | 0.305 | 0.114 |
| total | 0.795 | 0.474 |
-- layout by cell type (no fill, tap or decap), types with 4 or more instances in the layout --
cell type and count:
sky130_fd_sc_hd__o21ai_0 10, sky130_fd_sc_hd__dfstp_2 6, sky130_fd_sc_hd__xor2_1 9, sky130_fd_sc_hd__nand3_1 9
sky130_fd_sc_hd__dfrtp_1 18, sky130_fd_sc_hd__nand2_1 9, sky130_fd_sc_hd__conb_1 40, sky130_fd_sc_hd__a21oi_1 7
sky130_fd_sc_hd__clkdlybuf4s50_1 29, sky130_fd_sc_hd__nor3_1 5, sky130_fd_sc_hd__a21o_1 4, sky130_fd_sc_hd__nor2_1 7
sky130_fd_sc_hd__inv_1 12, sky130_fd_sc_hd__ha_1 18, sky130_fd_sc_hd__xnor2_1 9
-- sequential cells by signal (all words and copies together), names as in the netlist --
register,cells
Ball_Y_Motion,2
Ball_X_Motion,2
Ball_Y_Pos,10
Ball_X_Pos,10
-- logic make-up after synthesis --
group | count (synthesis) | share of synthesized area (%)
compound gates | 39 | 13.49
xor+xnor | 18 | 7.871
fa+ha+maj | 20 | 13.24
buf+inv | 52 | 17.24
flops | 24 | 30.36
mux | 1 | 0.4997
other cells | 2 | 0.3749
simple gates | 58 | 16.93
-- layout make-up --
class / count / area (um^2) / area share (%)
inverter: 12 / 45.04 / 1.917
tap: 108 / 135.1 / 5.751
clock buffer: 3 / 41.29 / 1.757
timing repair buffer: 30 / 297.8 / 12.67
multi-input combinational: 176 / 1192 / 50.75
clock inverter: 1 / 30.03 / 1.278
sequential: 24 / 608.1 / 25.88
-- critical path, cell delays in order --
cell                              delay (ps)
sky130_fd_sc_hd__clkdlybuf4s50_1         530
sky130_fd_sc_hd__and3b_1                 220
sky130_fd_sc_hd__a22o_1                  220
sky130_fd_sc_hd__o21ai_2                 190
sky130_fd_sc_hd__nand4b_2                160
sky130_fd_sc_hd__o21a_1                  200
-- path summary, 6_finish.rpt --
check                                          endpoint                    startpoint
max reg2reg                     Ball_Y_Pos[9]$_DFF_PP0_  Ball_Y_Motion[8]$_DFFE_PP0P_
max                        Ball_X_Motion[0]$_DFFE_PP0P_                    keycode[0]
min in group asynchronous       Ball_X_Pos[4]$_DFF_PP0_                         Reset
min                             Ball_X_Pos[0]$_DFF_PP0_  Ball_X_Motion[0]$_DFFE_PP0P_
min reg2reg                     Ball_X_Pos[0]$_DFF_PP0_  Ball_X_Motion[0]$_DFFE_PP0P_
max in group asynchronous       Ball_Y_Pos[4]$_DFF_PP1_                         Reset
-- stage by stage --
step	hold slack, ps	util, %	cell area (um^2)
2_1_floorplan	466.0	-	2146
3_3_place_gp	490.8	25.75	2278
3_5_place_dp	484.5	25.75	2278
4_1_cts	517.7	26.56	2350
5_1_grt	534.5	26.56	2350
6_report	505.5	26.56	2350
-- layer usage --
metal,routed length (um),GRT usage [%]
met5,0,0
met4,15,0.2502
met3,358,2.669
met2,1895,9.632
met1,2017,8.672
No activity file was given, so power comes from the tool's default toggle rates.
